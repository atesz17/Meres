### /design/flow/design.v
`timescale 1ns / 1ps
module cntr(input clk, rst, START, par_en, en_usrt, RTS, output max, output [5:0] cout);
reg LASTBIT;
reg ST;
reg[5:0] counter;
always @ (posedge clk)
	begin
			ST <= START;
			LASTBIT = (counter == 6'd39);
			if (rst | LASTBIT &  en_usrt)
					counter <= 6'd0;
			else
				begin
					if (en_usrt & RTS)
						begin
							if (ST | (counter!=6'd0))
								begin
									if (!par_en)
										begin
											if (counter%10 == 7)
												counter <= counter+2;
											else
												counter <= counter+1;
										end
									else
										counter <= counter+1;
								end
						end
				end
	end
	assign cout = counter;
	assign max = LASTBIT;
endmodule
`timescale 1ns / 1ps
module mpx(input [5:0] sel, output reg txd );
always @ (sel)
	begin
		case (sel)
			6'd0 : txd = 0;  
			6'd1 : txd = 1;
			6'd2 : txd = 0;
			6'd3 : txd = 0;
			6'd4 : txd = 0;
			6'd5 : txd = 0; 
			6'd6 : txd = 1;
			6'd7 : txd = 1;
			6'd8 : txd = 0;
			6'd9 : txd = 1;  
			6'd10 : txd = 0;  
			6'd11 : txd = 0;
			6'd12 : txd = 1;
			6'd13 : txd = 0;
			6'd14 : txd = 0;
			6'd15 : txd = 0;
			6'd16 : txd = 1;
			6'd17 : txd = 1;
			6'd18 : txd = 0;
			6'd19 : txd = 1;  
			6'd20 : txd = 0;  
			6'd21 : txd = 1;
			6'd22 : txd = 1;
			6'd23 : txd = 0;
			6'd24 : txd = 0;
			6'd25 : txd = 0;
			6'd26 : txd = 1;
			6'd27 : txd = 1;
			6'd28 : txd = 1;
			6'd29 : txd = 1;  
			6'd30 : txd = 0;  
			6'd31 : txd = 0;
			6'd32 : txd = 0;
			6'd33 : txd = 1;
			6'd34 : txd = 0;
			6'd35 : txd = 0;
			6'd36 : txd = 1;
			6'd37 : txd = 1;
			6'd38 : txd = 0;
			6'd39 : txd = 1;  
			default: txd = 1;
		endcase
	end
endmodule
`timescale 1ns / 1ps
module top( input clk, usrt_clk, rst, start, sw6, output RTS, TXD);
reg en_usrt;
reg[1:0] Q_usrt;
reg _RTS;
wire _max;
wire[5:0] sel;
wire _TXD;
always @ (posedge clk)
	begin
		en_usrt <= (Q_usrt == 1'd1);
		if (rst)
			Q_usrt <= 2'd0;
		else
			begin
				Q_usrt[1] = Q_usrt[0];
				Q_usrt[0] = usrt_clk;
			end
		if (start)
			_RTS <= 1;
		if (_max)
			_RTS <= 0;
	end
cntr MCounter(clk, rst, start, sw6, en_usrt, _RTS, _max, sel);
mpx MMultiplexer(sel, _TXD);
assign RTS = _RTS;
assign TXD = _TXD;
endmodule
### /design/flow/run.sh
#!/bin/bash
# OpenROAD 26Q1-2900-gdf79404cd8, Yosys 0.63+post, stock flow scripts
make -C /OpenROAD-flow-scripts/flow DESIGN_CONFIG=/design/flow/config.mk WORK_HOME=/design/flow/orfs finish
### /design/flow/config.mk
export PLATFORM = sky130hd
export DESIGN_NAME = top
export DESIGN_NICKNAME = top
export VERILOG_FILES = /design/flow/design.v
export SDC_FILE = /design/flow/constraint.sdc
export NUM_CORES = 4
export LEC_CHECK = 1
export CORE_AREA = 10 10 70 70
export DIE_AREA = 0 0 80 80
### /design/flow/constraint.sdc
current_design top

set clk_period 4.8
set clk_io_pct 0.2

create_clock -name clk0 -period $clk_period [get_ports {clk}]

set non_clock_inputs [all_inputs -no_clocks]
set_input_delay [expr $clk_period * $clk_io_pct] -clock clk0 $non_clock_inputs
set_output_delay [expr $clk_period * $clk_io_pct] -clock clk0 [all_outputs]
==> job_summary.md <==
## Implementation flow summary

| Metric | Value |
|---|---|
| Clk root buf | clkbuf_4 |
| Slowest stage delay, CP | 350 ps |
| Reg clk slew, reported paths | 80 ps |
| Ys flop type | dfxtp_1 |
| Simple-gate share of the synthesized area | 28.4% |
| Post-Syn Instances | 242 |
| PD cells | 107 nW/um^2 |
| Worst setup EP type | flip-flop |
| # diodes | 0 |
| Hold_buf cts | 0 |
| Worst slew margin | 57.7% |
| EDFF count, synth | 0 |
| Hold Violations, Final | 0 |
| Adder-Cell Fraction of Synth Area | 9.05% |
| Antenna Nets Post-Route | 0 |
| WL final | 4.75 mm |
| Placed wire-length estimate | 3.62 mm |
| Post-Place Worst Slack | 137 ps |
| Mapped Area | 1800 sq um |
| Area share, top type | 14.5% |
| Chip area | 6400 sq um |
| Avg Cell Area, Syn | 7.43 sq um |
| Worst Hold Class | reg2reg |
| Asr flop ratio synth | 0% |
| DR iter-0 viols | 176 |
| Placed cell areas | 1930 sq um |
| Status | finished clean |
| Area Overhead vs Synth | 9.60% |
| Cell area after layout | 1970 sq um |
| H-tree depth | 1 |
| FP Rows | 21 |
| Synth Area in XOR/XNOR | 1.46% |
| Complex Gates by Area | 35.3% |
| Port bufs | 6 |
| Area of the core | 3420 sq um |
| CTS Buffer Depth | 2 |
| Global-route total usage across every layer | 15.0% |
| Static Leak | 0.000720 uW |
| Cell count in the Yosys report | 242 |
| FF-to-FF Start | MCounter.counter[1] |
| # DRC | 0 |
| Clock sink count | 13 |
| Worst reg2reg setup slack | 310 ps |
| Setup CP Type | reg2reg |
| Via Count | 1840 |
| Post-route minimum period | 4490 ps |
| Most frequent cells in the layout | nor2_1, nand2_1, a21oi_1 |
| Biggest area cells | dfxtp_1, ha_1, nor2_1 |
| Hold Path Stages | 1 |
| Cell taking the most area after synthesis | dfxtp_1 |
| 1st-pass router iterations | 4 |
| R2r endpoint | TXD |
| Critical Path, Cell by Cell | clkinvlp_4, ha_4, nand2b_1, nand2_1, nand2_2, ha_4, o31ai_4, a21oi_1, a21boi_2, nor2_4, ha_2, inv_1, a31o_1, a221o_1, and3_4, a2111oi_4, o21ai_1, a21oi_2, inv_1, ha_1, o21a_1, o211ai_1, a32oi_1 |
| Clk_skew | 0.505 ps |
| Die Span Y | 80 um |
| Tool warnings | 35 |
| Chip Width | 80 um |
| Fp util | 52.6% |
| MUX area fraction | 3.41% |
| CTS tree | built |
| Registers, synthesis | 13 |
| CP max-delay cell | dfxtp_2 |
| Final period util | 93.4% |
| Setup Viol. Count Final | 0 |
| Startpoint Class | flip-flop |
| Vias in the first global route | 1727 |
| Final setup margin | 315 ps |
| CP max FO | 13 |
| Largest net degree at the start of global routing | 29 |
| Worst slew pin tran | 634 ps |
| HP Start | Q_usrt[1] |
| Global placement routability congestion | 0.959 |
| Via density | 6.32 |
| First-pass GRT wire length | 8.04 mm |
| Req. time, crit path | 4960 ps |
| Yosys stat chip area | 1800 sq um |
| CTS buffer count | 3 |
| Fraction of layout cells with a size suffix above 1 | 18.4% |
| Antenna violations before repair | 0 |
| Top non-seq family | AND-OR/OR-AND gates |
| Top cell excl fill/tap | nor2_1 |
| Worst Hold End | en_usrt |
| Slew Limit Fails | 0 |
| Post-synthesis sequential area ratio | 14.5% |
| Peak supply drop | 0.108 mV |
| Worst reg2reg path depth | 23 |
| CP arrival | 4650 ps |
| Synth warn | 3 |
| # IOs | 7 |
| Yosys cell types | 68 |
| Mean routed wirelength per cell | 16.3 um |
| Total gr overflow | 0 |
| Total of max-cap violations | 0 |
| Latency at later pin | 280 ps |
| Fmax | 223 MHz |
## synthesized netlist by cell type, types with 3 or more instances
cell      instances
a211oi_1          3
a21oi_1          14
a31oi_1           3
and3_1            8
buf_2             6
buf_6             3
clkbuf_1          5
dfxtp_1          13
ha_1             13
inv_1            11
mux2i_1           5
nand2_1          18
nand2b_1          6
nand3_1           7
nand4_1           8
nor2_1           24
nor2b_1           5
nor3_1            6
nor4_1            3
o211ai_1          3
o21ai_0          12
o22ai_1           3
o31ai_1           5
or2_1             3
## worst max-delay path, delay by kind of cell (launching register included)
family,cells,cell delay [ps]
DFF,1,350
buffers and inverters,3,240
AOI/OAI and AO/OA,11,2180
adders and majority gates,4,950
and+or+nand+nor,5,610
## layout make-up
type	instances	area (sq um)
Clock inverter	1	5.00
Multi-Input combinational cell	201	1450
Clock buffer	3	22.5
Timing Repair Buffer	15	128
Tap cell	46	57.6
Sequential cell	13	262
Inverter	12	48.8
Fill cell	320	1450
## stage by stage
step | power (uW) | hold WS [ps] | util (%) | cells | setup TNS [ps]
after floorplan | 134 | 367 | - | 242 | 0
after global placement | 143 | 369 | 56.4 | 286 | 0
after detailed placement | 144 | 379 | 56.4 | 286 | 0
after CTS | 212 | 391 | 57.2 | 290 | 0
after global routing | 222 | 408 | 57.7 | 291 | -24.1
final | 212 | 387 | 57.7 | 291 | 0
## registers in the layout (all words and copies together) (netlist names)
name and count:
_RTS 1, en_usrt 1, MCounter.LASTBIT 1, Q_usrt 2, MCounter.ST 1, MCounter.counter 6
TXD 1
## logic make-up (layout without fill, tap and decap cells)
logic type                 count (synthesis)  after routing
DFF                                       13             13
and+or+nand+nor                           99             99
buffers and inverters                     28             31
AOI/OAI and AO/OA                         80             80
xor gates and xnor gates                   3              3
adders and majority gates                 13             13
muxes                                      6              6
## how the worst max path moves through the flow
stage                   start  end  slack, ps  cells after the start
4_1_cts   MCounter.counter[1]  TXD        100                     23
5_1_grt   MCounter.counter[1]  TXD        -20                     23
6_report  MCounter.counter[1]  TXD        310                     23
## power breakdown
group	switching (uW)	total (uW)	leakage [uW]	internal [uW]
Combinational	16.7	29.6	0.000596	12.9
Clock	38.2	69.1	0.0000177	30.9
Sequential	2.26	113	0.000107	111
Total	57.1	212	0.000720	154
## routing by layer
layer  part of all wire, %  wire, um  up-vias  track usage, %
met5                     0         0        -               0
met4                   2.4       115        0            4.75
met3                   4.4       211       12            1.48
met2                    47      2230       57            24.0
met1                    46      2190      863            20.5
li1                      -         -      908               -
## what timing repair did
item | CTS | global route
resized | 0 | 3
setup buffers | 0 | 1
setup endpoints to repair | 0 | 1
Power is estimated from default activity; no workload was simulated.
